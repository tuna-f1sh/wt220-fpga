==> flow/config.mk <==
export PLATFORM = sky130hd
export DESIGN_NAME = uart_rx
export DESIGN_NICKNAME = uart_rx
export VERILOG_FILES = /design/flow/design.v
export SDC_FILE = /design/flow/constraint.sdc
export NUM_CORES = 4
export LEC_CHECK = 1
export CORE_UTILIZATION = 50
==> flow/constraint.sdc <==
current_design uart_rx

set clk_period 8.8
set clk_io_pct 0.2

create_clock -name clk0 -period $clk_period [get_ports {clk}]

set non_clock_inputs [all_inputs -no_clocks]
set_input_delay [expr $clk_period * $clk_io_pct] -clock clk0 $non_clock_inputs
set_output_delay [expr $clk_period * $clk_io_pct] -clock clk0 [all_outputs]
==> flow/design.v <==
module uart_rx (
	input clk,
	input resetn,
	input  ser_rx,
	input  [31:0] cfg_divider,
	output [7:0]  data,
	output 	reg   valid
);
	reg [3:0] recv_state;
	reg [31:0] recv_divcnt;
	reg [7:0] recv_pattern;
	reg [7:0] recv_buf_data;
	assign data = valid ? recv_buf_data : ~0;
	always @(posedge clk) begin
		if (!resetn) begin
			recv_state <= 0;
			recv_divcnt <= 0;
			recv_pattern <= 0;
			recv_buf_data <= 0;
			valid <= 0;			
		end else begin
			recv_divcnt <= recv_divcnt + 1;
			valid <= 0;
			case (recv_state)
				0: begin
					if (!ser_rx)
						recv_state <= 1;
					recv_divcnt <= 0;
				end
				1: begin
					if (2*recv_divcnt > cfg_divider) begin
						recv_state <= 2;
						recv_divcnt <= 0;
					end
				end
				10: begin
					if (recv_divcnt > cfg_divider) begin
						recv_buf_data <= recv_pattern;
						valid <= 1;
						recv_state <= 0;
					end
				end
				default: begin
					if (recv_divcnt > cfg_divider) begin
						recv_pattern <= {ser_rx, recv_pattern[7:1]};
						recv_state <= recv_state + 1;
						recv_divcnt <= 0;
					end
				end
			endcase
		end
	end
endmodule
==> flow/run.sh <==
#!/bin/bash
# OpenROAD 26Q1-2900-gdf79404cd8, Yosys 0.63+post, stock flow scripts
make -C /OpenROAD-flow-scripts/flow DESIGN_CONFIG=/design/flow/config.mk WORK_HOME=/design/flow/orfs finish
==> run notes <==
run results: Crit path max-delay family=buffers and inverters, total CTS buffers=5, met1 GRT Util=33.5%, CTS tree=built, grt met3 use=1.98%, Pre-antenna DRT Iters=5, number of global-route vias before repair=2753, post-route ant nets=0, leakage power=2.06 nW, cell accounting for the most synthesized area=dfxtp_1, outcome=complete, no violations, Setup crit start kind=primary input, chip area=8050 um2, Root Driver=clkbuf_8, Crit path top cell by count=buf_4, Detailed Place HPWL=5960 um, syn avg cell area=8.51 um2, WL/cell=12.7 um, CP required=9.00 ns, endpoints failing setup=0, Layout Cells excl Fill=599, fin crit period=4.35 ns, Slowest cell on crit path=nor4_1, Bufs and invs on worst path=4, Yosys reg bits=53, crit path cell chain=clkdlybuf4s50_1, inv_1, ha_1, nand4_1, nor4_1, nand3b_1, a31oi_1, o21ai_1, buf_4, o211ai_4, buf_4, nor2_1, number of enable flip-flop cells=0, Vias=3159, main flop type=dfxtp_1, Yosys chip area=3850 um2, Slew @ Worst Pin=0.588 ns, Clock Sinks=53, post-layout util=61.0%, RSZ-0062 raised after global routing=false, fmax=230 MHz, Die Span X=89.7 um, CTS clk-pin slew, worst paths=0.11 ns, crit end category=flop, placer's final routability congestion estimate=0.886, # IOs=44, Fin Setup TNS=0 ns, initial drt markers=130, Yosys top cell by instances=ha_1, HP Class=reg2reg, Max-area cell share=27.6%, Init Core Util=52.5%, # H-tree levels=2, final worst setup slack=4.45 ns, FFs w/ async S/R, synth=0%, Place WS=4.14 ns, Slew HR=60.6%, CTS Buffer Depth=2, CTS resizes=0, Max-Cap Viols=0, initial antenna violation count=0, Min Hold Slack=0.503 ns, pwr/cell area=125 nW/um2, CP Class=in2reg, commonest cells in the netlist=68 x ha_1, 63 x nor2_1, 53 x dfxtp_1, critical-path maximum fanout=26, routing usage on met2=29.4%, Ys Warns=1, Area Overhead vs Synth=16.2%, Log Warnings=29, crit-path max cell delay=0.46 ns, clk_skew=0.0132 ns, Placed Cells incl. Taps=591, synthesized area=3850 um2, first-pass GRT wire length=13000 um, Clock Latency Late Sink=0.32 ns, gr usage total=20.0%, pin count of the biggest net entering global routing=27, post-DR vias/cell=5.27, Synth Seq Share=27.6%, ys cells=452, routed wire length=7600 um, layout cell share with drive strength beyond 1=5.40%, row count=31, VDD IR-drop max=0.0000879 V, Hold Vio Cnt, Final=0, Core Region=7330 um2, Port Buffers=43, DRC viols=0, CP Data Arrival Time=4.55 ns, CTS Hold Bufs=0, Mapped Cells=452, vertical die size=89.7 um, Inserted Diodes=0, Yosys cell types=54, Slew Limit Fails=0, Final Cycle Share=49.4%, GRT Max-Usage Layer=met1, Post-CTS Setup Inserts=0, Cell area leaders=dfxtp_1 28%, ha_1 22%, nor2_1 6.1%, remaining global-route overflow=0
registers in the layout, indices dropped and copies added, names as in the netlist:
name and count:
recv_divcnt 32, recv_state 4, valid 1, recv_pattern 8, recv_buf_data 8
routing by layer:
| layer | vias to the layer above | routed length, um |
|---|---|---|
| li1 | 1682 | - |
| met1 | 1418 | 4040 |
| met2 | 52 | 3180 |
| met3 | 7 | 306 |
| met4 | 0 | 73 |
| met5 | - | 0 |
worst paths after layout:
check | cells past startpoint | to | slack, ns | from
setup / recovery | 12 | recv_divcnt[5] | 4.45 | cfg_divider[31]
hold / removal | 2 | recv_buf_data[4] | 0.50 | recv_buf_data[4]
hold reg to reg | 2 | recv_buf_data[4] | 0.50 | recv_buf_data[4]
setup reg to reg | 10 | recv_divcnt[5] | 6.03 | recv_divcnt[30]
where the power goes:
part / total [mW] / switching, mW / internal, mW
clock: 0.148 / 0.0900 / 0.0583
sequential: 0.257 / 0.00991 / 0.247
combinational: 0.153 / 0.0901 / 0.0627
total: 0.558 / 0.190 / 0.368
layout make-up:
type	count	area, um2
Inverter	40	150
Multi-Input combinational cell	352	2580
Fill cell	633	2860
Clock buffer	5	68.8
Tap cell	99	124
Clock inverter	3	25.0
Sequential cell	53	1060
Timing Repair Buffer	47	460
cells in the final DEF (no fill, tap or decap), types with 3 or more instances in the layout:
master	n
nor4_1	6
nand2b_1	10
a21o_1	6
o211ai_1	5
nand3_1	13
buf_4	4
nor2_1	63
o21ai_0	8
xnor2_1	11
mux2i_1	17
o21ai_1	3
ha_1	68
and3_1	5
a21oi_1	26
inv_1	38
nand4_1	15
xor2_1	19
a221oi_1	3
clkbuf_8	5
nand2_1	36
nor3_1	4
clkdlybuf4s50_1	43
dfxtp_1	53
worst min-delay path, delay by kind of cell (launching register included):
family           cells  cell delay, ns
AND/OR/NAND/NOR      1            0.07
multiplexers         1            0.06
flip-flops           1            0.34
cells by family (layout without fill, tap and decap cells):
group	count (synthesis)	count (layout)	share of synthesized area, %
AOI/OAI and AO/OA	63	63	10.8
xor gates and xnor gates	30	30	6.83
buffers and inverters	47	95	5.33
and+or+nand+nor	174	174	22.9
muxes	17	17	4.42
DFF	53	53	27.6
adders and majority gates	68	68	22.1
metrics by stage:
step,power [mW],instance area (um2)
after floorplan,0.375,3850
after CTS,0.563,4470
after detailed placement,0.414,4380
after global placement,0.413,4380
final,0.558,4470
after global routing,0.593,4470
Power figures rest on the tool's default switching activity, not on a simulated workload.
