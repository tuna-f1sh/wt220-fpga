File: flow/design.v
module tmds_encoder(
input wire clk,
input wire [7:0] data,
input wire [1:0] c,
input wire blank,
input wire resetn,
output reg [9:0] encoded
);
wire [8:0] xored;
wire [8:0] xnored;
wire [3:0] ones;
reg [8:0] data_word;
reg [8:0] data_word_inv;
wire [3:0] data_word_disparity;
reg [3:0] dc_bias;
  assign xored[0] = data[0];
  assign xored[1] = data[1] ^ xored[0];
  assign xored[2] = data[2] ^ xored[1];
  assign xored[3] = data[3] ^ xored[2];
  assign xored[4] = data[4] ^ xored[3];
  assign xored[5] = data[5] ^ xored[4];
  assign xored[6] = data[6] ^ xored[5];
  assign xored[7] = data[7] ^ xored[6];
  assign xored[8] = 1'b1;
  assign xnored[0] = data[0];
  assign xnored[1] =  ~(data[1] ^ xnored[0]);
  assign xnored[2] =  ~(data[2] ^ xnored[1]);
  assign xnored[3] =  ~(data[3] ^ xnored[2]);
  assign xnored[4] =  ~(data[4] ^ xnored[3]);
  assign xnored[5] =  ~(data[5] ^ xnored[4]);
  assign xnored[6] =  ~(data[6] ^ xnored[5]);
  assign xnored[7] =  ~(data[7] ^ xnored[6]);
  assign xnored[8] = 1'b0;
  assign ones = 4'b0000 + data[0] + data[1] + data[2] + data[3] + data[4] + data[5] + data[6] + data[7];
  always @(ones, data[0], xnored, xored) begin
    if(ones > 4 || (ones == 4 && data[0] == 1'b0)) begin
      data_word <= xnored;
      data_word_inv <=  ~(xnored);
    end
    else begin
      data_word <= xored;
      data_word_inv <=  ~(xored);
    end
  end
  assign data_word_disparity = 4'b1100 + data_word[0] + data_word[1] + data_word[2] + data_word[3] + data_word[4] + data_word[5] + data_word[6] + data_word[7];
  always @(posedge clk) begin
    if (!resetn)
      dc_bias <= 1'b0;
    if(blank == 1'b1) begin
      case(c)
      2'b00 : begin
        encoded <= 10'b1101010100;
      end
      2'b01 : begin
        encoded <= 10'b0010101011;
      end
      2'b10 : begin
        encoded <= 10'b0101010100;
      end
      default : begin
        encoded <= 10'b1010101011;
      end
      endcase
      dc_bias <= {4{1'b0}};
    end
    else begin
      if(dc_bias == 5'b00000 || data_word_disparity == 0) begin
        if(data_word[8] == 1'b1) begin
          encoded <= {2'b01,data_word[7:0]};
          dc_bias <= dc_bias + data_word_disparity;
        end
        else begin
          encoded <= {2'b10,data_word_inv[7:0]};
          dc_bias <= dc_bias - data_word_disparity;
        end
      end
      else if((dc_bias[3] == 1'b0 && data_word_disparity[3] == 1'b0) || (dc_bias[3] == 1'b1 && data_word_disparity[3] == 1'b1)) begin
        encoded <= {1'b1,data_word[8],data_word_inv[7:0]};
        dc_bias <= dc_bias + data_word[8] - data_word_disparity;
      end
      else begin
        encoded <= {1'b0,data_word};
        dc_bias <= dc_bias - data_word_inv[8] + data_word_disparity;
      end
    end
  end
endmodule
module vga2dvid(
input wire clk_pixel,
input wire clk_shift,
input wire [23:0] in_color,
input wire in_blank,
input wire in_hsync,
input wire in_vsync,
input wire resetn,
output wire [9:0] outp_red,
output wire [9:0] outp_green,
output wire [9:0] outp_blue,
output wire [1:0] out_red,
output wire [1:0] out_green,
output wire [1:0] out_blue,
output wire [1:0] out_clock
);
parameter C_shift_clock_synchronizer=1'b1;
wire [9:0] encoded_red; wire [9:0] encoded_green; wire [9:0] encoded_blue;
reg [9:0] latched_red; reg [9:0] latched_green; reg [9:0] latched_blue;
reg [9:0] shift_red; reg [9:0] shift_green; reg [9:0] shift_blue;
parameter C_shift_clock_initial = 10'b0000011111;
reg [9:0] shift_clock;
reg R_shift_clock_off_sync;
reg [7:0] R_shift_clock_synchronizer;
reg [6:0] R_sync_fail;   
parameter c_red = 2'b0;
parameter c_green = 2'b0;
wire [1:0] c_blue;
wire [7:0] red_d;
wire [7:0] green_d;
wire [7:0] blue_d;
  assign c_blue = {in_vsync,in_hsync};
  assign red_d[7:0] = in_color[23:16];
  assign green_d[7:0] = in_color[15:8];
  assign blue_d[7:0] = in_color[7:0];
  always @(posedge clk_pixel) begin
    if (!resetn)
      R_shift_clock_off_sync <= 1'b0;
    if(shift_clock[5:4] == C_shift_clock_initial[5:4]) begin
      R_shift_clock_off_sync <= 1'b0;
    end
    else begin
      R_shift_clock_off_sync <= 1'b1;
    end
  end
  always @(posedge clk_shift) begin
    if (!resetn)
       R_shift_clock_synchronizer <=  1'b0;
    if(R_shift_clock_off_sync == 1'b1) begin
      if(R_shift_clock_synchronizer[(7)] == 1'b1) begin
        R_shift_clock_synchronizer <= {8{1'b0}};
      end
      else begin
        R_shift_clock_synchronizer <= R_shift_clock_synchronizer + 1;
      end
    end
    else begin
      R_shift_clock_synchronizer <= {8{1'b0}};
    end
  end
  tmds_encoder u21(
      .clk(clk_pixel),
    .data(red_d),
    .c(c_red),
    .blank(in_blank),
    .resetn(resetn),
    .encoded(encoded_red));
  tmds_encoder u22(
      .clk(clk_pixel),
    .data(green_d),
    .c(c_green),
    .blank(in_blank),
    .resetn(resetn),
    .encoded(encoded_green));
  tmds_encoder u23(
      .clk(clk_pixel),
    .data(blue_d),
    .c(c_blue),
    .blank(in_blank),
    .resetn(resetn),
    .encoded(encoded_blue));
  always @(posedge clk_pixel) begin
    if (!resetn)
    begin
      latched_red <= 1'b0;
      latched_green <= 1'b0;
      latched_blue <= 1'b0;
    end
    else
    begin
      latched_red <= encoded_red;
      latched_green <= encoded_green;
      latched_blue <= encoded_blue;
    end
  end
  assign outp_red = latched_red;
  assign outp_green = latched_green;
  assign outp_blue = latched_blue;
  always @(posedge clk_shift) begin
    if (!resetn)
    begin
      shift_red <= 1'b0;
      shift_green <= 1'b0;
      shift_blue <= 1'b0;
      shift_clock <= C_shift_clock_initial;
    end
    if(shift_clock[5:4] == C_shift_clock_initial[5:4]) begin
      shift_red <= latched_red;
      shift_green <= latched_green;
      shift_blue <= latched_blue;
    end
    else begin
      shift_red <= {2'b00,shift_red[9:2]};
      shift_green <= {2'b00,shift_green[9:2]};
      shift_blue <= {2'b00,shift_blue[9:2]};
    end
    if(R_shift_clock_synchronizer[(7)] == 1'b0) begin
      shift_clock <= {shift_clock[1:0],shift_clock[9:2]};
    end
    else begin
      if(R_sync_fail[(6)] == 1'b1) begin
        shift_clock <= C_shift_clock_initial;
        R_sync_fail <= {7{1'b0}};
      end
      else begin
        R_sync_fail <= R_sync_fail + 1;
      end
    end
  end
  assign out_red = shift_red[1:0];
  assign out_green = shift_green[1:0];
  assign out_blue = shift_blue[1:0];
  assign out_clock = shift_clock[1:0];
endmodule
File: flow/run.sh
#!/bin/bash
# OpenROAD 26Q1-2900-gdf79404cd8, Yosys 0.63+post, stock flow scripts
make -C /OpenROAD-flow-scripts/flow DESIGN_CONFIG=/design/flow/config.mk WORK_HOME=/design/flow/orfs finish
File: flow/config.mk
export PLATFORM = sky130hd
export DESIGN_NAME = vga2dvid
export DESIGN_NICKNAME = vga2dvid
export VERILOG_FILES = /design/flow/design.v
export SDC_FILE = /design/flow/constraint.sdc
export NUM_CORES = 4
export LEC_CHECK = 1
export CORE_UTILIZATION = 40
File: flow/constraint.sdc
current_design vga2dvid

set clk_period 10.5
set clk_io_pct 0.2

create_clock -name clk0 -period $clk_period [get_ports {clk_pixel}]
create_clock -name clk1 -period $clk_period [get_ports {clk_shift}]

set non_clock_inputs [all_inputs -no_clocks]
set_input_delay [expr $clk_period * $clk_io_pct] -clock clk0 $non_clock_inputs
set_output_delay [expr $clk_period * $clk_io_pct] -clock clk0 [all_outputs]
==> results.toml <==
# physical design summary
[placement]
dpl_cell_area_um2 = 8410
place_congestion = 0.899
port_buffers = 66
hpwl_um = 10500

[final_timing]
worst_pin_slew_ps = 655
finalHoldViolCount = 0
setup-tns-final_ps = 0
maxSlewHeadroom = 0.563
rsz0062_at_grt = "false"
setup_violations = 0
fin_skew_ps = 5.76
drv_slew = 0

[detailed_routing]
wl_um = 13400
ant_nets = 0
antennaDiodeCount = 0
wl_per_cell_um = 13.1
via_per_inst = 4.76
drt_iter0_drc = 155
vias = 4885
dr.pass1.iters = 4
drc = 0

[worst_setup_path]
cpMostUsedCell = "fa_1"
crit_arrival_ps = 10220
endpoint_kind = "register"
rr_worst_depth = 10
slowest_stage = "fa_1"
critPathMaxStageDelay_ps = 580
crit_required_ps = 10740
critPathKind = "input port to register"
startpoint_type = "input port"
crit_fanout = 6
rr_startpoint = "u22.dc_bias[1]"
rr_endpoint = "u22.dc_bias[3]"
r2r_slack_ps = 8120

[flow_run]
max-cap-violations = 0
warnings = 41

[synthesis]
yosys.stat.seqShare = 0.361
ys_cells = 728
synth-adder-area-share = 0.207
syn_avg_cell_area_um2 = 10.4
synthFlopType = "dfxtp_1"
yosys.area_share.simple = 0.117
ys_sh_xor = 0.115
synthTopLogicFamily = "adder cells"
syn_inst = 728
ys.flops = 128
synth.cell_area_um2 = 7560
synthTopCellsByCount = "111 x dfxtp_1, 82 x inv_1, 66 x ha_1"
ys_area_um2 = 7560
ys_types = 61
synth.most_common_cell = "dfxtp_1"
synth.area.mux_share = 0.0531
synthArstFlopShare = 0
area_leaders = "dfxtp_1 29%, ha_1 11%, fa_1 9.5%"
top_area_cell = "dfxtp_1"
synth_top_area_share = 0.294
ys_sh_aoi = 0.0801
edf_count = 17
ys_warn_count = 2

[worst_hold_path]
holdPathStages = 1
hold_class = "register to register"
worstHoldStart = "u21.encoded[9]"
min_to = "latched_red[9]"

[clock_tree]
post_cts_buffers = 0
cts_sinks = 128
cts_tree = "yes"
clkTransAtPathRegs_ps = 50

[global_route]
grt_pass1_vias = 4983
grtUsageMet3 = 0.0330
grt.met1_usage = 0.234
overflow = 0
use_met2 = 0.243
gr-max-usage-layer = "met2"
grt_max_degree = 36
track_usage = 0.155
grt_first_pass_wirelength_um = 23700
antenna_found_initial = 0

[floorplanning]
ios = 68
core_area_um2 = 18300
fp_util = 0.414
die_width_um = 140
num_rows = 49
die_y_um = 140
dieArea_um2 = 19500

[layout]
syn2layout_area_growth_pct = 17.2
drive_gt1_frac = 0.104
fin_area_um2 = 8860

[outcome]
status = "completed"
==> final cells by class <==
type                            instances  area, µm²
Clock buffer                           16        368
Clock inverter                          8       70.1
Fill cell                            1600       9410
Inverter                               85        319
Multi-Input combinational cell        483       4340
Sequential cell                       128       2730
Tap cell                              229        287
Timing Repair Buffer                   77        743
==> worst max path at each step <==
stage / start / to / slack, ps / depth (start not counted)
final: in_color[8] / u22.dc_bias[3] / 520 / 30
after global routing: in_color[8] / u22.dc_bias[3] / 5 / 30
after CTS: in_color[8] / u22.dc_bias[3] / 460 / 29
==> metal layers <==
layer  part of all wire  up-vias
met4             0.0090        0
met2               0.46       69
met1               0.49     2289
met5                  0        -
met3              0.037        8
li1                   -     2519
==> stage by stage <==
stage | worst slack, ps | hold WS, ps | std cells | util
2_1_floorplan | 983 | 406 | 728 | -
3_3_place_gp | 313 | 414 | 1002 | 0.461
3_5_place_dp | 139 | 418 | 1002 | 0.461
4_1_cts | 464 | 432 | 1026 | 0.485
5_1_grt | 5.03 | 446 | 1026 | 0.485
6_report | 517 | 429 | 1026 | 0.485
==> logic make-up after synthesis <==
family                   after synthesis
buffers and inverters                117
AND-OR/OR-AND                         96
AND/OR/NAND/NOR                      163
multiplexers                          37
flip-flops                           128
adder cells (fa/ha/maj)              104
XOR/XNOR                              83
==> placed cells by master, fill, tap and decap left out, drive strengths merged, types with 3 or more instances in the layout <==
master         synthesis  routed
xor2                  23      23
nor3b                  7       7
o21ai                 26      26
ha                    66      66
nor2b                  9       9
xnor2                 57      57
fa                    36      36
nand2b                 7       7
nor2                  40      40
or2                    6       6
clkbuf                16      16
a21o                   7       7
mux2                  25      25
and2                  40      40
nor4                   3       3
edfxtp                17      17
clkdlybuf4s50          0      66
nor3                   5       5
a21oi                 29      29
o21a                   4       4
clkinv                 1       5
nand2                 19      19
o211ai                 3       3
or3                    6       6
dfxtp                111     111
clkinvlp               0       3
nand3                  9       9
inv                   84      84
nand4                  5       5
mux2i                 12      12
o31ai                  4       4
a211oi                 8       8
buf                   15      11
==> flip-flops by register name, summed over array words and instances, names as in the netlist <==
register,count
latched_blue,10
u22.encoded,10
u21.encoded,10
R_sync_fail,7
shift_green,10
u23.encoded,10
u21.dc_bias,4
R_shift_clock_synchronizer,8
shift_red,10
u23.dc_bias,4
latched_green,10
u22.dc_bias,4
shift_clock,10
latched_red,10
R_shift_clock_off_sync,1
shift_blue,10
==> repair_timing <==
| action | 4_1_cts | 5_1_grt |
|---|---|---|
| hold buffers | 0 | 0 |
| gates resized | 0 | 2 |
| endpoints found under the setup margin | 0 | 1 |
==> worst max-delay path, delay by kind of cell <==
family,cells,cell delay (ps)
fa+ha+maj,13,5660
xor+xnor,1,160
simple gates,3,380
compound gates,5,870
buf+inv,8,1060
